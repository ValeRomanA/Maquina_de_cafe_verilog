<file path="flow/design.v">
module maquina (
    input clk,
    input reset,
    input [2:0] tipo_cafe_in,     
    input [1:0] tamano_in,        
    input [2:0] nivel_azucar_in,  
    input PAGO_RECIBIDO,
    output reg [3:0] precio,   
    output reg concentracion,  
    output reg leche,          
    output reg espuma,         
    output reg [2:0] nivel_azucar_out
);
localparam 
    SELECCION       = 2'b00,
    MOSTRAR_PRECIO  = 2'b01,
    PREPARAR_BEBIDA = 2'b10,
    TERMINADO       = 2'b11;
reg [1:0] state, next_state;
reg [6:0] timer;
reg [1:0] ciclos_preparados;
parameter TIMEOUT = 7'd10;
reg [2:0] tipo_cafe;
reg [1:0] tamano;
reg [2:0] nivel_azucar;
always @* begin 
    case({tipo_cafe_in, tamano_in})
        5'b001_01: precio = 4'b0001;  
        5'b001_10: precio = 4'b0010;  
        5'b001_11: precio = 4'b0011;  
        5'b010_01: precio = 4'b0100;  
        5'b010_10: precio = 4'b0101;  
        5'b010_11: precio = 4'b0110;  
        5'b011_01: precio = 4'b0010;  
        5'b011_10: precio = 4'b0011;  
        5'b011_11: precio = 4'b0111;  
        5'b100_01: precio = 4'b0101;  
        5'b100_10: precio = 4'b0110;  
        5'b100_11: precio = 4'b1000;  
        default:    precio = 4'b0000;  
    endcase
end
always @(posedge clk ) begin
    if (reset) begin
        state <= SELECCION;
        timer <= 0;
        ciclos_preparados <= 0;
        {concentracion, leche, espuma} <= 3'b000;
        nivel_azucar_out <= 3'b000;
    end else begin
        state <= next_state;
        if (state == MOSTRAR_PRECIO) begin
        if (timer < TIMEOUT)
            timer <= timer + 1;
        end else begin
            timer<= 0;
        end
        if (state == PREPARAR_BEBIDA) begin
            if (ciclos_preparados < tamano)
            ciclos_preparados <= ciclos_preparados + 1;
        end else begin
            ciclos_preparados <= 0;
        end
        if (state == SELECCION) begin
            tipo_cafe <= tipo_cafe_in;
            tamano <= tamano_in;
            nivel_azucar <= nivel_azucar_in;
        end
        if (state == TERMINADO ) begin
            tipo_cafe <= 3'b000;
            tamano <= 2'b00;
            nivel_azucar <= 3'b000;
        end
    end
 end
always @* begin 
    next_state = state;
    concentracion = 0;
    leche = 0;
    espuma = 0;
    nivel_azucar_out = 3'b000;
    case(state)
        SELECCION: begin
            if ((tipo_cafe >= 3'b001 && tipo_cafe <= 3'b100) && 
                (tamano >= 2'b01 && tamano <= 2'b11) && 
                (nivel_azucar >= 3'b001 && nivel_azucar <= 3'b110))
                next_state = MOSTRAR_PRECIO;
            else
                next_state = SELECCION;
        end
        MOSTRAR_PRECIO: begin
            if (PAGO_RECIBIDO)
                next_state = PREPARAR_BEBIDA;
            else if (timer >= TIMEOUT)
                next_state = SELECCION;   
        end
        PREPARAR_BEBIDA: begin
                case(tipo_cafe)
                    3'b001: {concentracion, leche, espuma} <= 3'b000;  
                    3'b010: {concentracion, leche, espuma} <= 3'b010;  
                    3'b011: {concentracion, leche, espuma} <= 3'b100;  
                    3'b100: {concentracion, leche, espuma} <= 3'b111;  
                endcase
                nivel_azucar_out <= nivel_azucar;
                if (tamano == 2'b01 && ciclos_preparados >= 0) begin
                            next_state <= TERMINADO;
                end else if (tamano == 2'b10 && ciclos_preparados >= 1) begin
                            next_state <= TERMINADO;
                end else if (tamano == 2'b11 && ciclos_preparados >= 2) begin
                            next_state <= TERMINADO;
            end
        end
        TERMINADO: begin
            {concentracion, leche, espuma} <= 3'b000;
            nivel_azucar_out <= 3'b000;
            next_state = SELECCION;
        end
        default: next_state = SELECCION;
    endcase
end
endmodule
</file>
<file path="flow/run.sh">
#!/bin/bash
# OpenROAD 26Q1-2900-gdf79404cd8, Yosys 0.63+post, stock flow scripts
make -C /OpenROAD-flow-scripts/flow DESIGN_CONFIG=/design/flow/config.mk WORK_HOME=/design/flow/orfs finish
</file>
<file path="flow/config.mk">
export PLATFORM = sky130hd
export DESIGN_NAME = maquina
export DESIGN_NICKNAME = maquina
export VERILOG_FILES = /design/flow/design.v
export SDC_FILE = /design/flow/constraint.sdc
export NUM_CORES = 4
export LEC_CHECK = 1
export CORE_AREA = 10 10 70 70
export DIE_AREA = 0 0 80 80
</file>
<file path="flow/constraint.sdc">
current_design maquina

set clk_period 1.6
set clk_io_pct 0.2

create_clock -name clk0 -period $clk_period [get_ports {clk}]

set non_clock_inputs [all_inputs -no_clocks]
set_input_delay [expr $clk_period * $clk_io_pct] -clock clk0 $non_clock_inputs
set_output_delay [expr $clk_period * $clk_io_pct] -clock clk0 [all_outputs]
</file>
==> flow_summary.ini <==
; yosys + openroad results
[status]
status = complete, no violations

[detailed_routing]
num_vias = 228
wirelength_um = 647
antennaDiodeCount = 0
dr.pass1.iters = 4
drt_iter0_drc = 5
avgViaCountPerCell = 2.62
postRouteAntennaNets = 0
drc = 0
routedWlPerCell_um = 7.44

[floorplan]
row_count = 21
die_area_sq_mm = 0.00640
die_height_um = 80
initial_core_util_pct = 5.93
dieWidth_um = 80
ioPinCount = 21
core-area_sq_mm = 0.00342

[place]
port_buffers = 9
place_hpwl_um = 505
detailed_place.area_sq_um = 347
gp_congestion = 0.720

[worst_setup_path]
cp.arrival_ns = 1.24
path_buffers = 3
start_kind = input pin
cp.depth = 5
crit_path_frequent_cell = dlygate4sd2_1
crit_slowest_cell = dlygate4sd2_1
cp.required_ns = 1.28
critPathMaxFanout = 3
path_cells = dlygate4sd2_1 -> buf_6 -> ha_4 -> and3b_1 -> dlygate4sd2_1
slowest_delay_ns = 0.25
critical-path-top-delay-family = buffers and inverters
end_kind = output port
path_class = input pin to output port

[global_routing]
antenna_found_initial = 0
gr-total-overflow = 0
grt_max_degree = 6
grt_usage_pct = 1.69
grt_pass1_vias = 213
grt_pass1_wl_um = 945

[final_timing]
totalNegativeSetupSlack_ns = 0
fin_crit_sh_pct = 97.5
drv_slew = 0
setup-violations-final = 0
timing.fmax_ghz = 0.641
min_period_ns = 1.56
final_hold_viol_count = 0
timing.hold.ws_ns = 1.13
rsz0062_at_grt = no

[synth]
synth_area_per_cell_sq_um = 7.24
common_cells = buf_4 (6), ha_1 (4)
synth.distinct_cells = 16
ys_warn_count = 13
synthTopCellsByArea = ha_1 (25%), buf_4 (22%), a22oi_1 (7.4%)
synth_area_sq_um = 203
synth.most_common_cell = buf_4
synth_area_leader_cell = ha_1
ys_area_sq_um = 203
netlist_instances = 28
netlist.area_leader.share_pct = 24.7
yosys_cells = 28
synth_seq_share_pct = 0

[worst_hold_path]
hold_class = input pin to output port
hold_depth = 4

[pwr]
internal_power_mw = 0.0360
seq_power_share_pct = 0
combinationalPowerShare_pct = 100.0
worst_ir_drop_vdd_mv = 0.0238
p_clk_share_pct = 0
swShare_pct = 45.7
netSwitchingPower_mw = 0.0302
powerDensity_mw_per_mm2 = 172
power_leakage_nw = 0.177

[cells_and_area]
stdcell_area_sq_um = 385
areaGrowthSynthToFinish_pct = 90.1
design.seq.count = 0
num-clock-buffers = 0
fillers = 399
drive_gt1_share_pct = 36.6
flop_area_sq_um = 0

[job]
maxCapViolCount = 0
warnings = 37

[cts]
cts.hold.buffers_added = 0
[layout make-up]
type / count / area [sq um] / area share [%]
multi-input cells: 25 / 215 / 55.8
well taps: 46 / 57.6 / 14.9
inverters: 2 / 7.51 / 1.95
repair buffers: 14 / 105 / 27.3
[placed cells by master (no fill, tap or decap), drive strengths merged]
cell type / instances
a21oi: 1
a22oi: 2
and2b: 1
and3b: 1
buf: 8
clkbuf: 1
conb: 6
dlygate4sd2: 5
ha: 4
inv: 2
mux2i: 1
nand2: 1
nand2b: 1
nand3b: 1
nor2: 1
nor2b: 1
o21ai: 2
o22ai: 2
[cells by family (layout without fill, tap and decap cells)]
logic type	count (synthesis)	count (layout)	share of synthesized area, %
buffers and inverters	8	16	25.9
multiplexers	1	1	4.94
AND/OR/NAND/NOR	7	7	21.6
AND-OR/OR-AND	7	7	21.0
adder cells (fa/ha/maj)	4	4	24.7
other	1	6	1.85
[per-layer routing]
layer  track usage (%)  part of all wire [%]  vias up
li1                  -                     -      111
met1              2.37                    46      103
met2              2.65                    44       14
met3             0.455                   9.9        0
met4                 0                     0        0
met5                 0                     0        -
[power groups by stage]
stage	clock, mW	sequential (mW)	combinational, mW
after CTS	0	0	0.0586
after global routing	0	0	0.0743
final	0	0	0.0662
[worst paths after layout]
path | start | endpoint | slack (ns)
worst min-delay path | tamano_in[1] | precio[1] | 1.13
worst max-delay path | tamano_in[0] | precio[3] | 0.04
[stage by stage]
| step | cells | power (mW) | setup slack (ns) | utilization, % |
|---|---|---|---|---|
| 6_report | 87 | 0.0662 | 0.0398 | 11.3 |
| 5_1_grt | 87 | 0.0743 | 0.0114 | 11.3 |
| 4_1_cts | 86 | 0.0586 | -0.0714 | 10.4 |
| 3_5_place_dp | 85 | 0.0611 | -0.701 | 10.1 |
| 3_3_place_gp | 85 | 0.0603 | -0.673 | 10.1 |
| 2_1_floorplan | 33 | 0.0306 | 0.500 | - |
[worst min-delay path, delay by kind of cell]
kind | cells | cell delay, ns
buffers and inverters | 2 | 0.27
AOI/OAI and AO/OA | 2 | 0.22
[timing repair]
item | CTS | global route
pin swaps | 3 | 4
setup endpoints to repair | 4 | 3
cloned | 0 | 0
resized | 22 | 8
setup buffers | 1 | 1
No activity file was given, so power comes from the tool's default toggle rates.
